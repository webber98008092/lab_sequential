--- flow/constraint.sdc ---
current_design iir

set clk_period 21.3
set clk_io_pct 0.2

create_clock -name clk0 -period $clk_period [get_ports {clk}]

set non_clock_inputs [all_inputs -no_clocks]
set_input_delay [expr $clk_period * $clk_io_pct] -clock clk0 $non_clock_inputs
set_output_delay [expr $clk_period * $clk_io_pct] -clock clk0 [all_outputs]
--- flow/design.v ---
`timescale 1ns / 1ps
module iir(
    input signed [31:0] x,
    input clk,
    input reset,
    output reg signed [31:0] y
    );
    reg signed [31:0] x1;
    reg signed [31:0] x2;
    reg signed [31:0] y1;
    reg signed [31:0] y2;
    always@* begin
        y = 32'sd6*x+32'sd1*x1+32'sd2*x2-32'sd4*y1-32'sd3*y2;
    end 
    always@(posedge clk or posedge reset)
        if(reset)
            x1 <= 32'sd0;
        else
            x1 <= x;
    always@(posedge clk or posedge reset)
        if(reset)
            x2 <= 32'sd0;
        else
            x2 <= x1;
    always@(posedge clk or posedge reset)
        if(reset)
            y1 <= 32'sd0;
        else
            y1 <= y;
    always@(posedge clk or posedge reset)
        if(reset)
            y2 <= 32'sd0;
        else
            y2 <= y1;
endmodule
--- flow/config.mk ---
export PLATFORM = sky130hd
export DESIGN_NAME = iir
export DESIGN_NICKNAME = iir
export VERILOG_FILES = /design/flow/design.v
export SDC_FILE = /design/flow/constraint.sdc
export NUM_CORES = 4
export LEC_CHECK = 1
export CORE_UTILIZATION = 30
--- flow/run.sh ---
#!/bin/bash
# OpenROAD 26Q1-2900-gdf79404cd8, Yosys 0.63+post, stock flow scripts
make -C /OpenROAD-flow-scripts/flow DESIGN_CONFIG=/design/flow/config.mk WORK_HOME=/design/flow/orfs finish
==> impl_metrics.toml <==
# generated from flow reports
[synthesis]
yosysMostFrequentCell = "inv_1"
syn_area_um2 = 9913
ys_warn_count = 1
common_cells = "202 x inv_1, 127 x dfrtp_1, 122 x ha_1, 119 x fa_1, 49 x a21oi_1"
synth_area_leader_cell = "dfrtp_1"
avgSynthCellArea_um2 = 11.18
top_area_frac = 0.3206
synthArstFlopShare = 1.000
synth-main-ff-cell = "dfrtp_1"
post_synth_inst_count = 887
ys_ff = 127
postSynthSeqShare = 0.3206
edf_count = 0
synth_cell_types = 53
topCellsByArea = "dfrtp_1 32%, fa_1 24%, ha_1 15%, inv_1 7.6%, xnor2_1 4.2%"
ys_cells = 887
yosysChipArea_um2 = 9913

[clock_network]
clkTransAtPathRegs_ns = 0.06
cts_htree_levels = 4
numClockSinks = 127
ctsResizeCount = 0
clock-root-buffer = "clkbuf_16"
cts_buffer_depth = 2
cts_tree = "done"
cts_hold_buffers = 0
cts-buffers-inserted = 17
clock.latency.late_pin_ns = 0.42
cts_setup_buffers = 0

[worst_setup_path]
critical_path_class = "input pin to output port"
crit_top_cell = "fa_1"
endpoint_kind = "output port"
startpoint_type = "input pin"
max_stage_delay_ns = 0.54
required_ns = 17.04
cp_max_fo = 6
arrival_ns = 11.37
cpMaxStageDelayCell = "fa_1"

[sta]
fmax_mhz = 63.98
finalHoldViolations = 0
rsz0062_at_grt = "false"
setup_violations = 0
fin_crit_sh = 0.7338
slew_violations = 0
fin_worst_skew_ns = 0.01428
tightestPinTransition_ns = 0.6535
relSlewSlack = 0.5643
min_period_ns = 15.63
fin_setup_tns_ns = 0

[drt]
vias = 6186
drt_iter0_drc = 226
wl_um = 19250
firstDrtPassIters = 4
vias_per_cell = 4.338
drc_errors = 0
wire_per_inst_um = 13.50
antenna_cells = 0
ant_nets = 0

[worst_hold_path]
hold_class = "flip-flop to flip-flop"

[placement]
routabilityCongestion = 0.8243
port_buffers = 65
dp_hpwl_um = 15760

[finish]
layout-drive-gt1-share = 0.04675
comb_area_um2 = 5969
syn_to_final_growth_pct = 19.17
fill_cells = 3146
register_area_um2 = 3178

[global_routing]
grt_max_degree = 52
grt_pass1_vias = 6627
grt_pass1_wl_um = 33150
grt_use_total = 0.1301
overflow = 0
antenna_found_initial = 0

[die]
fp.dieArea_um2 = 33780
die_h_um = 183.8
die_w_um = 183.8
fp_util = 0.3047
rows = 66
core-area_um2 = 32540
io_pins = 66

[run_status]
status = "complete, no violations"

[flow_run]
maxCapViolCount = 0
warnings = 25
## per-stage QoR
stage | hold WS, ns | instances | setup WS, ns | utilization | area (µm²)
finish | 0.3469 | 1426 | 5.670 | 0.3631 | 11810
global route | 0.3552 | 1426 | 5.091 | 0.3631 | 11810
CTS | 0.3496 | 1426 | 5.574 | 0.3631 | 11810
detailed placement | 0.3347 | 1394 | 5.590 | 0.3420 | 11130
global placement | 0.3334 | 1394 | 5.637 | 0.3420 | 11130
floorplan | 0.3312 | 887 | 7.425 | - | 9913
## path summary, 6_finish.rpt
| path | start | to | slack, ns | cells past startpoint |
|---|---|---|---|---|
| worst max-delay path | x[2] | y[31] | 5.67 | 28 |
| worst min-delay path | y1[31]$_DFF_PP0_ | y2[31]$_DFF_PP0_ | 0.35 | 0 |
| worst max register to register | y2[2]$_DFF_PP0_ | y1[31]$_DFF_PP0_ | 16.26 | 17 |
| worst min register to register | y1[31]$_DFF_PP0_ | y2[31]$_DFF_PP0_ | 0.35 | 0 |
| max in group asynchronous | reset | y2[9]$_DFF_PP0_ | 16.08 | 3 |
| min in group asynchronous | reset | x1[31]$_DFF_PP0_ | 4.19 | 2 |
## cells in the final DEF (no fill, tap or decap), drive strengths merged, types with 2 or more instances in the layout
cell / n
a211oi: 5
a31oi: 3
and2: 2
nand4: 5
inv: 203
dfrtp: 127
nor3: 7
nand2b: 9
or2: 2
bufinv: 6
nand3: 5
clkbuf: 19
and3: 3
buf: 2
clkinvlp: 3
a311oi: 2
fa: 119
a21oi: 49
o21a: 13
o22ai: 3
nand2: 27
o31a: 4
o2111ai: 2
xnor2: 48
a21o: 14
nor2b: 7
clkinv: 3
or3: 5
nor2: 26
o22a: 3
o21ai: 30
ha: 122
o21bai: 6
xor2: 16
o41ai: 2
o21ba: 2
clkdlybuf4s50: 65
## critical path: cells and delay by family
kind,cells,cell delay (ns)
buffers and inverters,5,1.11
adders and majority gates,7,2.80
and+or+nand+nor,5,0.51
AOI/OAI and AO/OA,9,2.12
xor gates and xnor gates,2,0.56
## layout make-up
class / count / area share
tap: 442 / 0.04681
clock inverter: 13 / 0.01981
sequential: 127 / 0.2690
inverter: 202 / 0.06439
timing repair buffer: 67 / 0.05634
clock buffer: 19 / 0.03834
multi-input combinational: 556 / 0.5053
## flip-flops by register name (all words and copies together), names as in the netlist
register and flops:
x2 31, y2 32, x1 32, y1 32
## per-layer routing
metal  track usage  wire, µm  part of all wire
met1        0.1918      8968              0.47
met2        0.1971      8689              0.45
met3       0.04766      1452             0.075
met4       0.01000       144            0.0075
met5             0         0                 0
## kinds of logic after synthesis
group | count (synthesis) | share of synthesized area
xor+xnor | 65 | 0.05882
fa+ha+maj | 241 | 0.3943
mux | 1 | 0.001010
flops | 127 | 0.3206
buf+inv | 204 | 0.07724
simple gates | 102 | 0.05112
compound gates | 147 | 0.09693
