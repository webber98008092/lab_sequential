**/design/flow/config.mk**
```make
export PLATFORM = sky130hd
export DESIGN_NAME = serial2parallel
export DESIGN_NICKNAME = serial2parallel
export VERILOG_FILES = /design/flow/design.v
export SDC_FILE = /design/flow/constraint.sdc
export NUM_CORES = 4
export LEC_CHECK = 1
export CORE_AREA = 10 10 89 89
export DIE_AREA = 0 0 99 99
```
**/design/flow/constraint.sdc**
```tcl
current_design serial2parallel

set clk_period 2.5
set clk_io_pct 0.2

create_clock -name clk0 -period $clk_period [get_ports {clk}]

set non_clock_inputs [all_inputs -no_clocks]
set_input_delay [expr $clk_period * $clk_io_pct] -clock clk0 $non_clock_inputs
set_output_delay [expr $clk_period * $clk_io_pct] -clock clk0 [all_outputs]
```
**/design/flow/design.v**
```verilog
`timescale 1ns / 1ps
module serial2parallel(
    input serial_start,
    input d,
    input clk,
    input reset,
    output reg [7:0] a,
    output reg end_conversion
    );
    reg [3:0] counter;
    reg [7:0] state_reg; 
    reg [3:0] next_counter;
    reg [7:0] next_state; 
    reg [3:0] counter_temp;
    reg end_state;
    reg next_end_state;
    always@* begin
        if(serial_start)
            counter_temp = 0;
        else
            counter_temp = counter;
        if(counter_temp<8-1) begin
            next_state = (state_reg >> 1) | {d,7'd0} ;
            next_counter = counter_temp + 1;
        end 
        else if(counter_temp==8-1) begin
            next_state = (state_reg >> 1) | {d,7'd0} ;
            next_counter = counter_temp + 1;
        end
        else begin
            next_state = state_reg;
            next_counter = counter;         
        end
        if(counter >= 8) 
            a = next_state;
        else
            a = 8'd0;
        if(counter_temp == 8 && !end_state) begin
            next_end_state = 1;
            end_conversion = 1;
        end
        else if(serial_start) begin
            next_end_state = 0;
            end_conversion = 0;
        end
        else begin 
            next_end_state = end_state;
            end_conversion = 0;
        end
    end 
    always@(posedge clk or posedge reset)
        if(reset)
            counter <= 4'd8;
        else
            counter <= next_counter;
    always@(posedge clk or posedge reset)
        if(reset)
            state_reg <= 8'd0; 
        else
            state_reg <= next_state;
    always@(posedge clk or posedge reset)
        if(reset)
            end_state <= 0;
        else
            end_state <= next_end_state;       
endmodule
```
**/design/flow/run.sh**
```bash
#!/bin/bash
# OpenROAD 26Q1-2900-gdf79404cd8, Yosys 0.63+post, stock flow scripts
make -C /OpenROAD-flow-scripts/flow DESIGN_CONFIG=/design/flow/config.mk WORK_HOME=/design/flow/orfs finish
```
==> deck_impl_summary.md <==
Synthesis and Place & Route Summary

Status
  • Run status: finished, final reports clean

Drt
  • ANT cells: 0
  • Total wire length: approximately 1.5 mm
  • Via-per-instance ratio: roughly 3.2
  • Via count: between 400 and 500
  • DRT iter0 DRCs: 30
  • # DRC: 0
  • DR WL/cell: 9.851 um
  • DRT antenna net count: 0
  • Pre-antenna DRT Iters: 4

Worst setup path
  • Reg2reg path depth: 2
  • CP Data Arrival Time: ~1.7 ns
  • R2R Setup Slk: 1.06 ns
  • Max FO, Critical Path: 4
  • Reg-to-Reg Start: counter[3]
  • R2r endpoint: state_reg[0]
  • Critical Path Source Type: input pin
  • Worst Setup Path Type: input pin to output pin
  • Critical path endpoint category: output pin
  • Worst EP required: ~2.0 ns

Yosys
  • Total number of yosys warnings: 1
  • Post-synth regs: 13
  • Syn Inst Count: just over 60
  • Chip Area, Yosys: 733.2 um2
  • Synth area leader: dfrtp_1
  • Post-synth seq share: 44.54%
  • Distinct lib cells used: 21
  • Mapped Area: ~730 um2
  • Top cells, area: dfrtp_1 41%, mux2_2 14%, mux2i_1 11%
  • Max-area cell share: roughly two fifths
  • Yosys cell count: a little over 60
  • Avg Synthesized Cell Area: 11.83 um2

Floorplan
  • Row count: 28
  • # IOs: 13
  • Fp_density: ~12%
  • Core ar.: ~6000 um2
  • Die X: around 99 um
  • Die ar.: 9801 um2
  • Die y size: roughly 99 um

STA
  • Final Setup Violations: 0
  • Fmax: around 450 MHz
  • Setup ws final: about 0.28 ns
  • RSZ-0062 raised after global routing: false
  • Fin crit share: between 80% and 90%
  • Final hold vios: 0
  • Rel. slew slack: roughly 64%
  • Final min period: ~2.2 ns
  • Clock skew: approximately 0.0011 ns
  • Worst slew pin tran: between 0.5 and 0.6 ns
  • Slew Limit Fails: 0

CTS
  • TritonCTS Sinks: 13
  • CTS resizes: 2
  • Clock latency (worst-skew pair): approximately 0.24 ns
  • Clock Tree Root: clkbuf_8
  • CTS Hold Bufs: 0
  • CTS tree: yes
  • H-tree Lvls: 1
  • CTS Buf Count: 3
  • Reg clk slew, reported paths: roughly 0.060 ns
  • Setup repair bufs after CTS: 0
  • CTS Buffer Depth: 2

Worst hold path
  • HP Start: state_reg[0]
  • Worst Hold Class: flop to flop
  • Hold Path Depth: 1
  • Worst Hold Path EP: state_reg[0]

Placed design
  • Post-DP HPWL: approximately 1.1 mm
  • Cell Area, Placed: about 950 um2
  • PortBufs: 12
  • GPL Wtd Cong: around 0.7
  • Setup Slack @ Placement: -0.06004 ns

Global routing
  • Vias in the first global route: 501
  • Largest net degree at the start of global routing: 16
  • GR peak layer: met2
  • Met2 Usage GRT: approximately 5.5%
  • Global-route wire length before repair: between 2 and 3 mm
  • Gr ovfl total: 0
  • GR Layer Usage met3: under 10%
  • Antenna violations before repair: 0
  • M1 GR Usage: under 10%
  • All-Layer GR Usage: ~3.1%

Power and ir drop
  • Leak: approximately 0.41 nW
  • Internal power: between 0.4 and 0.5 mW
  • Part of the power in registers: about half
  • VDD IR max: 0.1593 mV
  • Clock share of power: between 30% and 40%
  • NetSw: 0.1350 mW
  • Overall Power: 0.5408 mW
  • Switching share of power: 24.96%
  • Comb pwr share: 17.4%
  • Cell area power density: between 500 and 600 nW/um2

Flow run
  • Tool warning count: 26
  • Max Cap Viol: 0

Finish
  • Layout cells sized above 1: about a quarter
  • Final design utilization: between 10% and 20%
  • Layout area overhead: 36.35%
  • Final Cell Area: 999.7 um2
  • Number of flip-flops in the largest register: 8
==> cells by family after synthesis <==
logic type | share of synthesized area [%]
xor gates and xnor gates | 1.195
AOI/OAI and AO/OA | 3.925
and+or+nand+nor | 15.87
adders and majority gates | 3.412
muxes | 24.74
DFF | 44.54
buffers and inverters | 6.313
==> power groups by stage <==
stage	clock network (mW)	logic (mW)	registers, mW
CTS	0.192	0.0956	0.262
global route	0.203	0.104	0.267
finish	0.185	0.0938	0.262
==> worst max-delay path by stage <==
| stage | startpoint | to | slack (ns) | cells past startpoint |
|---|---|---|---|---|
| 4_1_cts | serial_start | end_conversion | 0.25 | 7 |
| 5_1_grt | serial_start | end_conversion | 0.13 | 7 |
| 6_report | serial_start | end_conversion | 0.28 | 7 |
==> worst max-delay path, cell delays in order <==
cell,delay [ns]
dlygate4sd2_1,0.25
nor2b_1,0.07
inv_1,0.05
ha_1,0.13
nand3b_1,0.11
nor3_2,0.13
clkdlybuf4s50_1,0.48
==> routing by layer <==
layer / vias to the layer above / wire length (um)
met4: 0 / 23
met3: 2 / 105
met1: 239 / 642
met5: - / 0
met2: 6 / 745
li1: 242 / -
==> area by class of cell <==
class	instances	area, um2
sequential	13	326.6
clock inverter	1	5.005
clock buffer	3	41.29
multi-input combinational	41	365.4
timing repair buffer	16	148.9
inverter	5	18.77
tap	75	93.84
fill	657	4991
==> placed cells by master (no fill, tap or decap), drive strengths merged, types with 2 or more instances in the layout <==
master / count
dfrtp: 12
clkdlybuf4s50: 11
nor2b: 11
mux2: 9
mux2i: 8
inv: 5
buf: 4
clkbuf: 3
ha: 2
nand2b: 2
==> synth_stat cells <==
master / count
dfrtp_1: 12
nor2_1: 1
mux2_2: 9
a21oi_1: 1
mux2i_1: 8
nand2_1: 1
a31oi_1: 1
inv_1: 5
dfstp_2: 1
buf_6: 2
nor2b_1: 10
a32o_1: 1
nor2b_4: 1
nand2b_1: 1
nor3_1: 1
ha_1: 2
xor2_1: 1
nand3b_1: 1
nand2b_4: 1
buf_2: 1
o21bai_1: 1
==> metrics by stage <==
| stage | std cells | hold WS [ns] | setup TNS (ns) |
|---|---|---|---|
| floorplan | 62 | 0.3762 | 0 |
| detailed placement | 150 | 0.4943 | -0.06004 |
| global route | 154 | 0.5384 | 0 |
| global placement | 150 | 0.4989 | -0.002582 |
| CTS | 154 | 0.5077 | 0 |
| finish | 154 | 0.5112 | 0 |
Power and IR drop assume default switching activity.
