==> flow/design.v <==
`timescale 1ns / 1ps
module parallel2serial(
    input [7:0] a,
    input parallel_begin,
    input clk,
    input reset,
    output reg d,
    output reg serial_start,
    output reg serial_end
    );
    reg [3:0] counter;       
    reg [3:0] next_counter;
    reg [3:0] counter_temp;
    reg end_state;      
    reg next_end_state;
    reg working;    
    reg next_working;
    reg next_serial_start;
    always@* begin
        if(parallel_begin)
            counter_temp = 0;
        else
            counter_temp = counter;
        if(counter_temp == 0) begin
            next_counter = counter_temp + 1;
            next_working = 1;
            d = a[counter_temp];
        end
        else if(counter_temp <= 8-1) begin
            next_counter = counter_temp + 1;
            next_working = working;
            d = a[counter-1];
        end
        else if(!end_state && working && counter_temp == 8) begin
            next_counter = counter;
            next_working = working;
            d = a[counter-1];
        end
        else begin
            next_counter = counter;
            next_working = 0;
            d = 1'bx;
        end 
        if(counter_temp == 0)
            next_serial_start = 1;
        else
            next_serial_start = 0;
        if(counter_temp==8 && !end_state && working) begin
            next_end_state = 1;
            serial_end = 1;
        end
        else if(parallel_begin) begin
            next_end_state = 0;
            serial_end = 0;
        end 
        else begin
            next_end_state = end_state;
            serial_end = 0;
        end
    end 
    always@(posedge clk or posedge reset)
        if(reset)
            counter <= 4'd8;
        else
            counter <= next_counter;
    always@(posedge clk or posedge reset)
        if(reset)
            end_state <= 0;
        else
            end_state <=next_end_state;
    always@(posedge clk or posedge reset)
        if(reset)
            working <= 0;
        else
            working <= next_working;
    always@(posedge clk or posedge reset)
        if(reset)
            serial_start <= 0;
        else
            serial_start <= next_serial_start;
endmodule
==> flow/run.sh <==
#!/bin/bash
# OpenROAD 26Q1-2900-gdf79404cd8, Yosys 0.63+post, stock flow scripts
make -C /OpenROAD-flow-scripts/flow DESIGN_CONFIG=/design/flow/config.mk WORK_HOME=/design/flow/orfs finish
==> flow/config.mk <==
export PLATFORM = sky130hd
export DESIGN_NAME = parallel2serial
export DESIGN_NICKNAME = parallel2serial
export VERILOG_FILES = /design/flow/design.v
export SDC_FILE = /design/flow/constraint.sdc
export NUM_CORES = 4
export LEC_CHECK = 1
export CORE_AREA = 10 10 70 70
export DIE_AREA = 0 0 80 80
==> flow/constraint.sdc <==
current_design parallel2serial

set clk_period 2.1
set clk_io_pct 0.2

create_clock -name clk0 -period $clk_period [get_ports {clk}]

set non_clock_inputs [all_inputs -no_clocks]
set_input_delay [expr $clk_period * $clk_io_pct] -clock clk0 $non_clock_inputs
set_output_delay [expr $clk_period * $clk_io_pct] -clock clk0 [all_outputs]
==> flow_summary_export.csv <==
group,metric,value,unit
grt,grt_pass1_vias,573,
yosys,synthDistinctLibCells,24,
yosys,yosysWarnings,1,
final_timing,rsz0062_at_grt,"yes",
yosys,ys.flop_type,"dfrtp_1",
power_and_ir_drop,powerDensity,669,nW/um2
cts,cts_root_buf,"clkbuf_4",
setup_path,r2r_cells,7,
drt,dr_wl_met3,17,um
final_timing,max_freq,425,MHz
yosys,async_flop_share,100,%
setup_path,critPathKind,"register to primary output",
cts,clkLatencyLatePin,0.25,ns
layout,design_area,926,um2
cts,cts_tree,"done",
yosys,yosys-stat-cells,58,
final_timing,setup_tns,-0.481,ns
floorplan,rows,21,
drt,wl_met2,714,um
yosys,ys_seq_share,30.9,%
grt,grt_start_max_net_pins,9,
drt,wl_per_cell,10.6,um
grt,grt_pass1_wl,2480,um
drt,met1_length,668,um
yosys,netlist_area,571,um2
final_timing,layout_setup_ws,-0.255,ns
outcome,outcome,"finished with violations",
drt,vias_per_cell,3.81,
setup_path,crit_path_start_kind,"register",
grt,antenna_found_initial,0,
place,placed_cell_area,851,um2
yosys,yosys-top-cells-area,"dfrtp_1, mux4_2, ha_1",
setup_path,path_max_fanout,4,
drt,drt_iter0_drc,37,
cts,hold_buffers,0,
final_timing,post-route-min-period,2.35,ns
floorplan,fp_util,16.7,%
yosys,synth-edff-count,0,
cts,cts.clk_slew.worst_paths,0.05,ns
cts,cts.htree.levels,1,
setup_path,cp_data_arrival_time,1.93,ns
final_timing,hold_viol,0,
final_timing,final-max-slew-violation-count,0,
run,tool_warnings,28,
setup_path,worstReg2RegStart,"counter[0]",
layout,drive_gt1_share,39.8,%
floorplan,fp.coreArea,3420,um2
floorplan,dieArea,6400,um2
place,numPortBuffers,13,
power_and_ir_drop,p_leak,0.435,nW
yosys,synth_cells,58,
run,cap_violations,0,
hold_path,hp-class,"input pin to asynchronous set/reset pin",
drt,top_layer,"met4",
power_and_ir_drop,total_power,0.620,mW
cts,cts_made_buffers,3,
drt,drtPass1Iterations,4,
floorplan,boundaryPins,14,
layout,utilization,27.1,%
final_timing,fin_crit_sh,112,%
final_timing,skew,0.00167,ns
cts,cts_sinks,7,
yosys,synth_top_cell_by_area,"dfrtp_1",
drt,drc,0,
yosys,yosys_area,571,um2
place,post-dp-hpwl,1150,um
final_timing,tightest_slew,0.318,ns
drt,ant_nets,0,
setup_path,worst-r2r-setup-slack,0.69,ns
yosys,ys.flops,7,
grt,overflow,0,
outcome,violations,"setup timing",
yosys,avgSynthCellArea,9.84,um2
drt,vias,511,
final_timing,slew_headroom,78.6,%
final_timing,setup_viol,2,
setup_path,cp_data_required_time,1.68,ns
place,finalWeightedCongestion,0.810,
grt,track_usage,4.59,%
yosys,yosys.area.top_type_share,26.3,%
cts,clock_path_buffers,2,
floorplan,die_height,80,um
setup_path,r2r_end,"end_state",
floorplan,dieWidth,80,um
drt,n_antenna_cell,0,
setup_path,cp-end-kind,"primary output",
layout,area_growth,62.3,%
power_and_ir_drop,vdd_drop_max,0.147,mV
final_timing,whs,0.402,ns
drt,routed_wl,1420,um
[report_power, final]
| part | switching (mW) | total, mW | internal (mW) |
|---|---|---|---|
| clock | 0.0481 | 0.121 | 0.0724 |
| sequential | 0.0155 | 0.169 | 0.153 |
| combinational | 0.123 | 0.330 | 0.207 |
[how the worst max path moves through the flow]
stage / from / endpoint / slack (ns) / depth (start not counted)
5_1_grt: counter[0] / d / -0.36 / 7
6_report: counter[0] / d / -0.25 / 7
4_1_cts: counter[0] / d / -0.29 / 7
[layer usage]
metal  track usage [%]  vias up
li1                  -      263
met1              5.83      242
met2              8.27        4
met3             0.227        2
met4              1.06        0
met5                 0        -
[registers in the layout (all words and copies together) (netlist names)]
register      cells
working           1
serial_start      1
end_state         1
counter           4
[cell usage in the layout, fill, tap and decap left out, drive strengths merged]
master / count
a22o: 1
a22oi: 1
a31oi: 2
and2: 1
buf: 17
clkbuf: 4
clkdlybuf4s50: 11
dfrtp: 6
dfstp: 1
dlygate4sd2: 1
ha: 3
inv: 9
mux2: 2
mux2i: 3
mux4: 4
nand2: 4
nand2b: 5
nand3: 1
nand3b: 1
nand4bb: 1
nor2: 2
nor2b: 1
o21ai: 4
o22ai: 2
xor2: 1
[critical path, cell delays in order, from the launching register on]
cell	delay [ns]
dfrtp_1	0.36
inv_2	0.06
ha_4	0.29
mux4_2	0.49
mux2i_1	0.14
mux2_4	0.17
o22ai_2	0.05
buf_2	0.12
[synthesized netlist by cell type, drive strengths merged, types with 2 or more instances]
library cell  n
inv           9
dfrtp         6
nand2b        5
mux4          4
nand2         4
o21ai         4
ha            3
mux2i         3
a31oi         2
buf           2
mux2          2
nor2          2
o22ai         2
[kinds of logic (layout without fill, tap and decap cells)]
logic type               count (synthesis)  in the layout  share of synthesized area (%)
AND-OR/OR-AND                           10             10                           10.7
XOR/XNOR                                 1              1                           1.54
adder cells (fa/ha/maj)                  3              3                           6.58
buffers and inverters                   12             42                           9.43
flip-flops                               7              7                           30.9
multiplexers                             9              9                           25.0
AND/OR/NAND/NOR                         16             16                           15.8
[metrics by stage]
stage	setup WS, ns	cells
6_report	-0.255	134
5_1_grt	-0.355	134
4_1_cts	-0.286	134
3_5_place_dp	-0.648	129
3_3_place_gp	-0.652	129
2_1_floorplan	0.00463	58
[repair_timing]
item                       CTS  global route
pin swaps                    1             1
resized                     12             2
buffers inserted             1             0
setup endpoints to repair    2             2
[cell type report]
type                       instances  area [um2]
fill                             353        2490
multi-input combinational         39         388
timing repair buffer              29         244
sequential                         7         176
tap                               46        57.6
inverter                           9        33.8
clock buffer                       4        26.3
